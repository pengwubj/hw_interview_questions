File: ./run.sh
#!/bin/bash
# OpenROAD 26Q1-2900-gdf79404cd8, Yosys 0.63+post, stock flow scripts
make -C /OpenROAD-flow-scripts/flow DESIGN_CONFIG=/design/flow/config.mk WORK_HOME=/design/flow/orfs finish
File: ./constraint.sdc
current_design pipelined_add_constant

set clk_period 9.5
set clk_io_pct 0.2

create_clock -name clk0 -period $clk_period [get_ports {clk}]

set non_clock_inputs [all_inputs -no_clocks]
set_input_delay [expr $clk_period * $clk_io_pct] -clock clk0 $non_clock_inputs
set_output_delay [expr $clk_period * $clk_io_pct] -clock clk0 [all_outputs]
File: ./design.v
module A#(parameter int W = 32)
(
     input                                   clk
   , input                                   rst
   , input          [W-1:0]                 a_init
   , input          [W-1:0]                 i
   , input                                  init
   , output logic   [W-1:0]                  y_w
);
  typedef logic [W-1:0]                      w_t;
  w_t A_r, A_w, I_r;
  always_comb
    begin
      A_w                 = A_r + w_t'(I_r);
      y_w                 = A_w;
    end
  always_ff @(posedge clk)
    if (init)
      I_r <= i;
  always_ff @(posedge clk)
    if (rst)
      A_r <= '0;
    else
      A_r <= init ? a_init : A_w;
endmodule  
module B #(parameter int W = 32) (
     input                                   clk
   , input                                   rst
   , input          [W-1:0]                 a_init
   , input          [W-1:0]                 i
   , input                                  init
   , output logic   [W-1:0]                  y_r
);
  typedef logic [W-1:0]                      w_t;
  logic                                      fwd_r;
  logic                                      fwd_w;
  w_t                                        adder__a;
  w_t                                        adder__b;
  w_t I_r;
  w_t A_r, A_w;
  always_comb
    begin
      fwd_w = '1;
      adder__a = fwd_r ? y_r : A_r;
      adder__b = I_r;
    end
  always_ff @(posedge clk)
    if (init)
      I_r <= i;
  always_ff @(posedge clk)
    if (rst)
      A_r <= '0;
    else
      A_r <= init ? a_init : A_w;
  always_ff @(posedge clk)
    if (rst)
      fwd_r <= '0;
    else
      fwd_r <= fwd_w;
  two_cycle_adder #(.W(W)) u_adder (.clk(clk),
                                    .cin(1'b0),
                                    .a(adder__a),
                                    .b(adder__b),
                                    .cout(),
                                    .y(y_r));
endmodule  
module pipelined_add_constant #(parameter int W = 32)
(
     input                                   clk
   , input                                   rst
   , output logic                            fail
);
  typedef logic [W-1:0] w_t;
  localparam w_t INIT = '0;
  localparam w_t INCR = 'd2;
  w_t                        A_y_w;
  w_t                        A_y_r;
  w_t                        B_y_r;
  logic                      valid_r;
  logic                      init_r;
  always_comb
    fail = (A_y_r != B_y_r);
  always_ff @(posedge clk)
    if (rst)
      valid_r <= '0;
    else
      valid_r <= '1;
  always_ff @(posedge clk)
    if (rst)
      A_y_r <= '0;
    else
      A_y_r <= A_y_w;
  always_ff @(posedge clk)
    if (rst)
      init_r <= '1;
    else
      init_r <= '0;
  A #(.W(W)) u_A (.clk(clk), .rst(rst), .a_init(INIT), .i(INCR), .init(init_r), .y_w(A_y_w));
  B #(.W(W)) u_B (.clk(clk), .rst(rst), .a_init(INIT), .i(INCR), .init(init_r), .y_r(B_y_r));
endmodule
module two_cycle_adder #(parameter int W = 32) (
     input                                   clk
   , input                                   cin
   , input [W-1:0]                           a
   , input [W-1:0]                           b
   , output logic                            cout
   , output logic [W-1:0]                    y
);
  typedef logic [W-1:0] w_t;
  typedef struct        packed { logic cout; w_t w;} result_t;
  result_t result_0_w, result_0_r;
  always_comb
    begin
      result_0_w  = a + b + w_t'(cin);
      {cout, y} = result_0_r;
    end
  always_ff @(posedge clk) begin
    result_0_r <= result_0_w;
  end
endmodule  
File: ./config.mk
export PLATFORM = sky130hd
export DESIGN_NAME = pipelined_add_constant
export DESIGN_NICKNAME = pipelined_add_constant
export VERILOG_FILES = /design/flow/design.v
export SDC_FILE = /design/flow/constraint.sdc
export NUM_CORES = 4
export LEC_CHECK = 1
export CORE_UTILIZATION = 30
==> results.txt <==
yosys + openroad results -> Adders+Majority by Area=0.00616, max-cap violations=0, Max Clock Skew=0.00839 ns, via count=3062, Pint=613 uW, Antenna diodes=0, CTS root buf=clkbuf_16, CP Max Fanout=5, Crit. End Element=primary output, post_cts resized=0, antenna-violating nets left=0, Ports=3, Logic pwr share=0.023, Core Rows=42, Worst EP arrival=1.98 ns, crit-path cells=xnor2_1 > nand4_1 > nor4_1 > nand4_1 > clkdlybuf4s50_1, status=completed, first-pass GRT wire length=14200 um, final design utilization=0.342, CTS H-Tree Depth=3, minimum clock period=3.88 ns, First-pass DRT Iterations=4, Slew Limit Headroom=0.539, synth unique cells=35, Critical Path Slowest Stage Cell=dfxtp_1, final hold viol count=0, Die Ht=118 um, Peak VDD IR=0.107 mV, CP startpoint kind=flip-flop, CTS buffer count=9, Core Util at FP=0.307, Final Power=779 uW, Sw Share=0.213, Seq share, synth=0.468, Synth warnings=36, hpwl dp=5980 um, Chip Area, Yosys=4070 um^2, Top non-seq family=simple AND/OR/NAND/NOR gates, NetSw=166 uW, clk latency late pin=0.34 ns, layout cells sized above 1=0.0513, CTS sink count=95, clk buf depth=2, yosys simple share=0.263, DR WL/cell=13.6 um, Pleak=0.00145 uW, Iter 0 DRT Violations=282, Post-Syn Area=4070 um^2, Tot GR Track Use=0.130, Syn Inst Count=449, critical path class=flip-flop to primary output, Worst Tran Pin Value=0.691 ns, ys cells=449, RePlAce Congestion=0.892, post-route cell area=4520 um^2, ao+oa area frac=0.0825, Die X=118 um, Slew Limit Fails=0, final wirelength=8480 um, fmax=0.258 GHz, core area=13200 um^2, Via density=4.91, top cell family by delay on the critical path=simple AND/OR/NAND/NOR gates, RSZ-0062 raised after global routing=no, clock power share=0.455, largest net degree at the start of global routing=42, flop and latch count out of synthesis=95, gr ovfl total=0, Port Buffer Count=2, sequential power share=0.522, Filler Cell Count=1324, CTS tree=built, post-cts hold buffer count=0, full die area=14000 um^2, Post-CTS Setup Bufs=0, Tcrit/Tclk final=0.408, CP bufs+invs=1, vias in the first global route=2856, mux frac, synth=0.0114, clk slew on worst S/H paths=0.06 ns, PD cells=172 nW/um^2, dpl cell area=4230 um^2, tool warning count=25, P&R area growth vs syn=11.3%, Setup violations, final=0, total DRC errors in the routed layout=0, xor+xnor area frac=0.138, Fin Setup TNS=0 ns, Syn Area/Cell=9.05 um^2, most used logic cell in the final layout=dfxtp_1, initial antenna violation count=0, most frequent CP cell=nand4_1, Top cells excl fill/tap=dfxtp_1, nor2_1, xnor2_1, hold crit path type=flip-flop to flip-flop, WP data required=7.60 ns, largest stage delay on the critical path=0.46 ns
-- per-layer routing --
metal,routed length [um],part of all wire,GRT usage
met1,4450,0.52,0.205
met2,3550,0.42,0.188
met3,387,0.046,0.0320
met4,97,0.011,0.0150
met5,0,0,0
-- sequential cells by signal (all words and copies together), names as in the netlist --
register,count
A_y_r,31
u_B.fwd_r,1
u_A.A_r,31
init_r,1
u_B.u_adder.result_0_r,31
-- worst register-to-register path, delay by kind of cell, from the launching register on --
| kind | cells | cell delay (ns) |
|---|---|---|
| buf+inv | 1 | 0.09 |
| compound gates | 1 | 0.14 |
| simple gates | 4 | 1.58 |
| flops | 1 | 0.76 |
| fa+ha+maj | 1 | 0.21 |
-- final timing paths --
path	from	end	slack, ns	cells past startpoint
worst min register to register	u_B.u_adder.result_0_r[1]$_DFF_P_	u_B.u_adder.result_0_r[1]$_DFF_P_	0.47	1
worst max-delay path	u_B.u_adder.result_0_r[8]$_DFF_P_	fail	5.62	5
worst min-delay path	u_B.u_adder.result_0_r[1]$_DFF_P_	u_B.u_adder.result_0_r[1]$_DFF_P_	0.47	1
worst max register to register	u_B.fwd_r$_DFF_P_	u_B.u_adder.result_0_r[31]$_DFF_P_	6.62	7
-- per-stage QoR --
stage          std cells  hold WS, ns  worst slack, ns
3_3_place_gp         608        0.446             5.98
4_1_cts              624        0.468             5.59
3_5_place_dp         608        0.452             5.98
2_1_floorplan        449        0.424             6.63
5_1_grt              624        0.509             5.47
6_report             624        0.468             5.62
-- layout make-up --
type,count,area (um^2),area share
timing repair buffer,3,27.5,0.00609
tap,176,220,0.0487
clock buffer,10,229,0.0506
multi-input combinational,324,2040,0.451
sequential,95,1900,0.420
clock inverter,6,68.8,0.0152
inverter,10,37.5,0.00830
-- cell families after synthesis --
logic type / Yosys count
muxes: 4
buffers and inverters: 30
and+or+nand+nor: 195
adders and majority gates: 2
AOI/OAI and AO/OA: 59
xor gates and xnor gates: 64
DFF: 95
-- power by group through the flow --
| stage | logic, uW | clock network [uW] | registers [uW] |
|---|---|---|---|
| after CTS | 18.2 | 364 | 406 |
| after global routing | 20.1 | 383 | 407 |
| final | 18.1 | 354 | 407 |
-- synthesized netlist by cell type (all sizes together) --
library cell / number / area share
or2: 1 / 0.0015
and2: 6 / 0.0092
or4: 21 / 0.041
and4: 9 / 0.019
clkbuf: 15 / 0.014
nand4: 25 / 0.044
nand2: 34 / 0.031
inv: 9 / 0.0083
dfxtp: 95 / 0.47
nor2b: 4 / 0.0062
nor4b: 2 / 0.0043
or3: 8 / 0.012
xnor2: 40 / 0.086
mux2: 2 / 0.0065
o21ai: 7 / 0.0086
nor3: 11 / 0.014
and3: 1 / 0.0015
mux2i: 2 / 0.0049
buf: 5 / 0.0074
nor2: 44 / 0.041
clkinv: 1 / 0.00092
nor4: 9 / 0.014
nand3: 19 / 0.023
nor3b: 1 / 0.0018
ha: 2 / 0.0062
xor2: 24 / 0.052
o31ai: 16 / 0.030
a21oi: 36 / 0.044
Power and IR drop assume default switching activity.
