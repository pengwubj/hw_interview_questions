`flow/config.mk`:
```
export PLATFORM = sky130hd
export DESIGN_NAME = latency
export DESIGN_NICKNAME = latency
export VERILOG_FILES = /design/flow/design.v
export SDC_FILE = /design/flow/constraint.sdc
export NUM_CORES = 4
export LEC_CHECK = 1
export CORE_UTILIZATION = 40
```
`flow/constraint.sdc`:
```
current_design latency

set clk_period 42.3
set clk_io_pct 0.2

create_clock -name clk0 -period $clk_period [get_ports {clk}]

set non_clock_inputs [all_inputs -no_clocks]
set_input_delay [expr $clk_period * $clk_io_pct] -clock clk0 $non_clock_inputs
set_output_delay [expr $clk_period * $clk_io_pct] -clock clk0 [all_outputs]
```
`flow/design.v`:
```
module latency #(parameter int W = 32)
(
     input                                   clk
   , input                                   rst
   , input                                   issue
   , input                                   clear
   , input                                   retire
   , output logic   [W-1:0]                  issue_cnt_r
   , output logic   [W-1:0]                  aggregate_cnt_r
);
  typedef logic [W-1:0]                 w_t;
  w_t                                   issue_cnt_r;
  w_t                                   issue_cnt_w;
  logic                                 issue_cnt_en;
  w_t                                   pending_cnt_r;
  w_t                                   pending_cnt_w;
  logic                                 pending_cnt_en;
  w_t                                   aggregate_cnt_r;
  w_t                                   aggregate_cnt_w;
  logic                                 aggregate_cnt_en;
  logic                                 in_flight;
  always_comb
    begin : cnt_PROC
      casez ({rst, clear, issue, retire})
        4'b1_?_?_?,
        4'b0_1_?_?: pending_cnt_w  = 'b0;
        4'b0_0_1_0: pending_cnt_w  = pending_cnt_r + 'b1;
        4'b0_0_0_1: pending_cnt_w  = pending_cnt_r - 'b1;
        default:    pending_cnt_w  = pending_cnt_r;
      endcase  
      pending_cnt_en  = (rst | clear | issue | retire);
      in_flight       = (|pending_cnt_w);
      casez ({rst, clear, issue})
        3'b1_?_?,
        3'b0_1_?: issue_cnt_w  = 'b0;
        3'b0_0_1: issue_cnt_w  = issue_cnt_r + 'b1;
        default:  issue_cnt_w  = issue_cnt_r;
      endcase  
      issue_cnt_en  = (rst | clear | issue);
      casez ({rst, clear})
        2'b1_?,
        2'b0_1:  aggregate_cnt_w  = 'b0;
        default: aggregate_cnt_w  = aggregate_cnt_r + pending_cnt_w;
      endcase  
      aggregate_cnt_en = (rst | clear | in_flight);
    end  
  always_ff @(posedge clk)
    if (issue_cnt_en)
      issue_cnt_r <= issue_cnt_w;
  always_ff @(posedge clk)
    if (aggregate_cnt_en)
      aggregate_cnt_r <= aggregate_cnt_w;
  always_ff @(posedge clk)
    if (pending_cnt_en)
      pending_cnt_r <= pending_cnt_w;
endmodule  
```
`flow/run.sh`:
```
#!/bin/bash
# OpenROAD 26Q1-2900-gdf79404cd8, Yosys 0.63+post, stock flow scripts
make -C /OpenROAD-flow-scripts/flow DESIGN_CONFIG=/design/flow/config.mk WORK_HOME=/design/flow/orfs finish
```
==> changes_impl.md <==
## Implementation

* Vias per inst at 5.810
* CP arrival at 14.22 ns
* Status: finished clean
* Tmin final at 14.14 ns
* Chip Area at 19280 µm²
* TritonCTS clock tree: yes
* Area grow syn2layout at 14.90%
* Row count at 49
* Clock skew at 0.008480 ns
* Synthesis area per yosys at 7492 µm²
* CTS sink cnt at 96
* Post-Syn Area at 7492 µm²
* Sequential power share at 50.9%
* Setup WS post-layout at 28.16 ns
* And+or+nand+nor area frac at 25.84%
* Antenna viol nets, final at 0
* Hold Vio Cnt, Final at 0
* Pre-CTS WS at 27.90 ns
* Final period util at 33.42%
* Primary FF master, synth: edfxtp_1
* Net switching power at 0.06417 mW
* Vias in the first global route at 6135
* Setup TNS Final at 0 ns
* Async S/R FF share, synth at 0%
* Total chip power at 0.2312 mW
* H-Tree Level Count at 3
* CP cell instances: clkdlybuf4s50_1 -> or4b_1 -> buf_4 -> xnor2_1 -> ha_1 -> or4_1 -> or3_1 -> a21oi_1 -> a2bb2o_1 -> nor2_1 -> nor3_1 -> ha_1 -> a21o_1 -> a31o_2 -> a32o_1 -> a221o_1 -> nor4_1 -> o311a_1 -> nor3_1 -> xor2_1 -> nor2_1
* Xor/xnor share at 8.367%
* LEAKAGE at 3.398 nW
* Fin. max-slew vios at 0
* Port-buffer cells at 68
* Number of DRC markers in iteration 0 at 386
* Setup Buffers After CTS at 0
* Vias at 6414
* Total track usage at 21.60%
* DIE WIDTH at 138.9 µm
* Slew margin rel. at 43.12%
* Final core occ at 47.44%
* Die height at 138.9 µm
* Setup-failing EPs final at 0
* Fmax achieved at 70.74 MHz
* RSZ-0062 raised after global routing: false
* Antenna diode count at 0
* Seq/Total Area, Yosys at 38.48%
* Non-Filler Instances at 1104
* WL per Instance at 17.59 µm
* EDFF count, synth at 96
* Initial DRT Pass Iterations at 21
* Cell count after synthesis at 828
* Worst R2R Start: pending_cnt_r[1]
* Yosys warns at 1
* Pwr Density at 26.86 nW/µm²
* FA/HA/MAJ Cells, Area Fraction at 5.778%
* Flop area at 2883 µm²
* Placed Cells at 1089
* Worst hold path type: reg2reg
* Switch share at 27.75%
* Gr ovfl total at 0
* Combinational fraction of design power at 17.2%
* Area fraction in compound gates at 15.73%
* Clk buf depth at 2
* Post-route DRC at 0
* Count of cell types in the netlist at 70
* Reg2Reg Depth at 18
* Core Footprint at 18150 µm²
* Hold Crit Endpoint: issue_cnt_r[19]
* CTS Buf Count at 9
* Hold_buf cts at 0
* Initial antenna violation count at 0
* Minimum setup slack among reg-to-reg paths at 37.02 ns
* Filler instances at 1744
* Resized cells post-CTS at 0
* Max FO, Critical Path at 22
* CP peak stage delay at 0.58 ns
* Clock tree root buffer cell: clkbuf_16
* RR Endpoint: aggregate_cnt_r[31]
* Post-synth regs at 96
* Fin area at 8608 µm²
* Tool Warnings at 25
* Crit Path Class: in2reg
* Hold WS at 0.6449 ns
* Largest net degree at the start of global routing at 62
* Init Core Util at 41.29%
* Max rail drop VDD at 0.02015 mV
* CTS clk-pin slew, worst paths at 0.07 ns
* # Cells Yosys at 828
* Routability cong. at 0.9214
* P_int at 0.1671 mW
* Detailed placement HPWL at 13790 µm
* Share of total power in the clock network at 32.0%
* WL final at 19420 µm
* Hold Path Stages at 2
* WP buf/inv at 2
* Worst-Skew Late Latency at 0.35 ns
* Crit path required time at 42.38 ns
* Share of layout cells above drive strength 1 at 4.114%
* First-pass GRT wire length at 32130 µm
* MI comb area at 4368 µm²
* Syn avg cell area at 9.049 µm²
* Main logic family: simple AND/OR/NAND/NOR gates
* DP Area at 8353 µm²
* Worst Tran Pin Value at 0.8506 ns
* Crit start category: input port
* Critical-path top delay cell: clkdlybuf4s50_1
* Mux cell area share at 2.472%
* Total of max-cap violations at 0
* Critical hold path startpoint: issue_cnt_r[19]
* Critical path's top delay family: simple AND/OR/NAND/NOR gates
* # IOs at 69
* CP Capture Type: register
-- registers in the layout, summed over array words and instances, names as in the netlist --
| name | count |
|---|---|
| issue_cnt_r | 32 |
| aggregate_cnt_r | 32 |
| pending_cnt_r | 32 |
-- power groups by stage --
stage                 sequential, mW  clock [mW]  combinational [mW]
after CTS                      0.117      0.0765              0.0395
after global routing           0.118      0.0803              0.0441
final                          0.118      0.0739              0.0397
-- metal layers --
metal	up-vias	global-route usage [%]	wire, µm
li1	3205	-	-
met1	2944	35.14	9371
met2	238	31.69	8500
met3	27	3.976	1261
met4	0	3.860	287
met5	-	0	0
-- area by class of cell --
type / count / share of cell area, %
clock buffer: 11 / 2.703
clock inverter: 4 / 0.2616
inverter: 12 / 0.5233
multi-input combinational: 672 / 50.74
sequential: 96 / 33.49
tap: 229 / 3.328
timing repair buffer: 80 / 8.953
-- tightest hold or removal path, cell delays in order, from the launching register on --
cell	delay [ns]
edfxtp_1	0.38
xor2_1	0.08
nor2_1	0.07
-- cells by family (layout without fill, tap and decap cells) --
family / count (synthesis) / in the layout
adder cells (fa/ha/maj): 34 / 34
AND/OR/NAND/NOR: 381 / 381
XOR/XNOR: 70 / 70
flip-flops: 96 / 96
buffers and inverters: 60 / 107
AND-OR/OR-AND: 169 / 169
multiplexers: 18 / 18
-- synthesized netlist by cell type (all sizes together) (18+ instances only) --
cell | count | area share (%)
a21o | 21 | 2.1
or3 | 22 | 1.8
clkbuf | 30 | 1.5
xnor2 | 27 | 3.2
xor2 | 42 | 4.9
a21oi | 31 | 2.1
nor2 | 108 | 5.4
edfxtp | 96 | 38
nand2 | 61 | 3.1
nor3 | 43 | 2.9
nand4 | 18 | 1.5
ha | 33 | 5.5
nor4 | 19 | 1.7
and3 | 19 | 1.6
nand3 | 31 | 2.1
buf | 18 | 1.2
o21ai | 28 | 1.9
-- cells in the final DEF, fill, tap and decap left out, drive strengths merged, types with 4 or more instances in the layout --
cell type	count
nor2b	7
nand4	18
nand2b	6
and4	7
o21bai	6
edfxtp	96
clkdlybuf4s50	68
nand3	31
a21o	21
a211oi	9
a31oi	8
nor4	19
nor2	108
and3	19
o211ai	5
inv	12
xor2	42
a21oi	31
nand2	61
o21ai	28
nor4b	4
clkinv	4
or3	22
buf	12
ha	33
nor3	43
or4	9
o21a	10
o22ai	5
or2	5
xnor2	27
mux2i	17
and2	15
clkbuf	11
-- worst max-delay path by stage --
stage / start / to / slack [ns] / cells past startpoint
finish: issue / aggregate_cnt_r[31] / 28.16 / 21
global route: issue / aggregate_cnt_r[31] / 27.77 / 23
CTS: issue / aggregate_cnt_r[31] / 28.25 / 21
Power is estimated from default activity; no workload was simulated.
