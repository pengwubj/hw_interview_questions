[flow/config.mk]
export PLATFORM = sky130hd
export DESIGN_NAME = fibonacci
export DESIGN_NICKNAME = fibonacci
export VERILOG_FILES = /design/flow/design.v
export SDC_FILE = /design/flow/constraint.sdc
export NUM_CORES = 4
export LEC_CHECK = 1
export CORE_UTILIZATION = 30
[flow/constraint.sdc]
current_design fibonacci

set clk_period 7.9
set clk_io_pct 0.2

create_clock -name clk0 -period $clk_period [get_ports {clk}]

set non_clock_inputs [all_inputs -no_clocks]
set_input_delay [expr $clk_period * $clk_io_pct] -clock clk0 $non_clock_inputs
set_output_delay [expr $clk_period * $clk_io_pct] -clock clk0 [all_outputs]
[flow/design.v]
module fibonacci (
     input                                   clk
   , input                                   rst
   , output logic [31:0]                     y
);
  typedef logic [31:0] cnt_t;
  cnt_t x_0_r, x_1_r, x_w;
  logic x_0_en, x_1_en;
  logic sel_r, sel_w;
  logic UNUSED_cout;
  always_comb
    begin : upt_PROC
      sel_w               = (~sel_r);
      y                   = sel_r ? x_1_r : x_0_r;
      {UNUSED_cout, x_w}  = x_0_r + x_1_r;
      x_0_en              = (~sel_r);
      x_1_en              = ( sel_r);
    end  
  always_ff @(posedge clk)
    if (rst)
      sel_r <= '0;
    else
      sel_r <= sel_w;
  always_ff @(posedge clk)
    if (rst) begin
      x_0_r <= 'b1;
      x_1_r <= 'b1;
    end else begin
      if (x_0_en)
        x_0_r <= x_w;
      if (x_1_en)
        x_1_r <= x_w;
    end
endmodule  
[flow/run.sh]
#!/bin/bash
# OpenROAD 26Q1-2900-gdf79404cd8, Yosys 0.63+post, stock flow scripts
make -C /OpenROAD-flow-scripts/flow DESIGN_CONFIG=/design/flow/config.mk WORK_HOME=/design/flow/orfs finish
==> results.txt <==
Implementation run completed; key figures follow.

Floorplan:
- The run puts the count of boundary I/O pins at 34.
- The run puts the overall die width at 124 microns.
- The run puts the placeable core region at 0.0146 sq mm.
- According to the floorplan log, the row count is 44.
- The floorplan step records an initial core utilization of 30.8%.
- The run gives the die span in y as 124 microns.
- The run puts the area enclosed by the die boundary at 0.0155 sq mm.

STA:
- The run puts the relative slew slack at 51.3%.
- The run gives the worst clock skew as 0.00651 ns.
- Setup repair after global routing left no endpoint under its margin.
- The final report lists the setup-violating endpoint count as 0.
- The run puts the clock period minus worst slack at 4.18 ns.
- The run gives the total count of max-transition violations in the final report as 0.
- The run gives the transition time at the pin with the least slew margin as 0.731 ns.
- Setup slack closes at 3.72 ns.
- Hold-check failures listed in the final report amount to 0.
- The run gives the highest clock frequency the design can meet as 0.239 GHz.
- The run puts the post-route fraction of the period consumed by the critical path at 52.9%.
- Adding up every negative setup slack in the final design gives 0 ns.
- The run puts the hold slack at 0.480 ns.

Setup path:
- The run puts the arrival time reported for the critical path endpoint at 2.60 ns.
- The run gives the register-to-register setup slack as 4.93 ns.
- In this run the critical register-to-register path is captured at x_0_r[28].
- The timing report notes that buffer and inverter cells on the critical path total 2.
- The run gives the endpoint class of the critical path as an output port.
- The run puts the critical path required time at 6.32 ns.
- The run gives the type of the worst setup path as flop to output port.
- The report puts the cell count of the worst reg-to-reg path at 10.
- The run gives the largest incremental delay on the critical path as 0.71 ns.
- The run gives the startpoint of the worst-slack reg-to-reg timing path as x_0_r[0].
- Along the worst path, the maximum fanout reaches 54.
- In this design, the largest share of critical-path delay is due to buffers and inverters.
- The run gives the slowest stage cell on the critical path as sky130_fd_sc_hd__dfxtp_4.
- STA classifies the critical path startpoint as a flop.
- Traced cell by cell, the critical path runs through buf_4, mux2_2, clkdlybuf4s50_1.

Logic synthesis:
- The run gives the fraction of synthesized cell area taken by the top area cell type as 28.9%.
- In the post-synthesis netlist, the cell with the most instances is sky130_fd_sc_hd__dfxtp_1.
- The run puts the total of flip-flops plus latches after synthesis at 65.
- The run gives the most used flip-flop cell as sky130_fd_sc_hd__dfxtp_1.
- The run gives the cell area after technology mapping as 0.00450 sq mm.
- The run puts the share of flip-flops with an asynchronous set or reset after synthesis at 0%.
- The run puts the sequential fraction of the synthesis area at 28.9%.
- The chip area line in the Yosys stat output reads 0.00450 sq mm.
- The synthesized design spends more area on one cell type than any other, namely sky130_fd_sc_hd__dfxtp_1.
- In this run, distinct cell masters in the synthesized netlist total 59.
- The run gives the post-synthesis cell count from yosys as 515.
- Counting the warning lines in the Yosys log gives 1.
- The run puts the number of instances in the synthesized netlist at 515.
- By area the synthesized netlist is led by sky130_fd_sc_hd__dfxtp_1 29%, sky130_fd_sc_hd__ha_1 8.6%, sky130_fd_sc_hd__mux2i_1 8.5%.
- The run puts the per-instance average area after synthesis at 8.74 sq um.
- Yosys reports that the most numerous cell types are 65 x sky130_fd_sc_hd__dfxtp_1, 59 x sky130_fd_sc_hd__nor2_1, 38 x sky130_fd_sc_hd__mux2i_1.
- Counting flops with a built-in enable in the synthesized netlist gives 0.

Placement:
- The placement stage leaves a total instance area of 0.00497 sq mm.
- The buffer_ports step reported a buffer count of 33.
- The run puts the detailed-placement wirelength estimate at 7.08 mm.
- Routability-driven placement finished with a final weighted congestion of 0.920.
- The run puts the pre-CTS setup slack at 4.08 ns.

GRT:
- The global route stage reports its total congestion overflow as 0.
- The first global-routing pass estimated 16.7 mm of wire.
- The run puts the number of antenna violations at the first check in global routing at 0.
- The run puts the via count of the first global-routing pass at 3502.
- The run puts the largest net degree at the start of global routing at 70.
- In the global route stage, overall resource usage came out at 12.9%.

Routing:
- Per the detail_route report, routed wire per instance is 13.7 microns.
- The run puts the total DRC errors in the routed layout at 0.
- The run gives the vias per cell as 5.18.
- The run puts the detailed-routing iteration count for the pre-antenna-repair pass at 5.
- The run puts the total detailed-routing wirelength at 9.89 mm.
- The run gives the tally of nets with antenna violations remaining after routing as 0.
- For this block, the initial DRC count from the detailed router was 125.
- The run gives the vias after detailed routing as 3740.
- In the routed netlist, the antenna diode instances number 0.

Finish:
- The finished cells cover 0.00527 sq mm.
- The run puts the number of fill cells in the layout at 1436.
- In the final layout, the share of cells above drive strength 1 is 13.6%.
- The run puts the area growth from synthesis to layout at 17.1%.

Clocking:
- The run puts the number of buffers on the longest clock path at 2.
- The run puts the clock slew at the register clock pins of the worst setup and hold paths at 0.05 ns.
- The run gives the worst-skew pair later-pin latency as 0.33 ns.
- The run gives the post-cts sizing count as 0.
- CTS placed an instance of sky130_fd_sc_hd__clkbuf_16 at the clock tree root.
- The run puts the number of H-tree levels at 3.
- The run puts the count of clock tree sinks at 65.
- Buffers added to address setup during post-CTS repair amount to 0.
- TritonCTS built the clock tree.
- The run gives the number of buffers inserted during clock tree synthesis as 9.
- The run puts the number of buffers inserted by hold repair at cts at 0.

Worst hold path:
- The run gives the hold path startpoint as x_0_r[24].
- Hold analysis lists the worst path endpoint as x_0_r[24].
- Note that the worst hold path type here is flop to flop.
- The run puts the worst hold path depth at 2.

Power:
- The run puts the power density over cell area at 169 mW/mm^2.
- The worst-case IR drop observed on VDD is 0.102 mV.
- The run puts the static leakage at 0.00220 uW.

Outcome:
- The flow ran to the end, and the final reports show no timing, DRC or antenna violations.

Run:
- The run puts the total tool warning count at 25.
- The run puts the number of maximum-capacitance constraint violations at 0.
through the flow:
step | power, uW | std cells | utilization, %
global placement | 496 | 707 | 34.1
floorplan | 464 | 515 | -
finish | 892 | 722 | 36.1
CTS | 903 | 722 | 36.1
detailed placement | 500 | 707 | 34.1
global route | 935 | 722 | 36.1
cell type report:
| class | count | area, sq um | area share [%] |
|---|---|---|---|
| inverters | 12 | 45.0 | 0.855 |
| multi-input cells | 409 | 3040 | 57.6 |
| clock inverters | 3 | 40.0 | 0.760 |
| flip-flops and latches | 65 | 1310 | 24.8 |
| well taps | 184 | 230 | 4.37 |
| repair buffers | 37 | 355 | 6.74 |
| clock buffers | 12 | 256 | 4.87 |
layer usage:
layer	vias to the layer above	GRT usage [%]	routed length (microns)
met5	-	0	0
li1	1931	-	-
met2	75	19.8	4270
met3	9	2.71	481
met4	0	1.56	119
met1	1725	19.4	5020
logic make-up after synthesis:
kind of cell | share of synthesized area [%]
compound gates | 22.1
mux | 16.5
buf+inv | 3.59
flops | 28.9
fa+ha+maj | 9.06
xor+xnor | 4.67
simple gates | 15.2
sequential cells by signal, summed over array words and instances (netlist names):
name   flops
sel_r      1
x_0_r     32
x_1_r     32
placed cells by master (no fill, tap or decap), types with 11 or more instances in the layout:
cell / n
sky130_fd_sc_hd__dfxtp_1: 64
sky130_fd_sc_hd__nor2_1: 59
sky130_fd_sc_hd__mux2i_1: 38
sky130_fd_sc_hd__nand2_1: 36
sky130_fd_sc_hd__mux2_2: 32
sky130_fd_sc_hd__a21oi_1: 32
sky130_fd_sc_hd__clkdlybuf4s50_1: 32
sky130_fd_sc_hd__ha_1: 31
sky130_fd_sc_hd__o21ai_0: 17
sky130_fd_sc_hd__xnor2_1: 16
sky130_fd_sc_hd__inv_1: 12
sky130_fd_sc_hd__a21o_1: 11
tightest hold or removal path, stage by stage (launching register included):
cell                      delay, ns
sky130_fd_sc_hd__dfxtp_1       0.32
sky130_fd_sc_hd__nand2_1       0.06
sky130_fd_sc_hd__o41ai_1       0.05
worst max path at each step:
stage	depth (start not counted)	endpoint	start	slack, ns
final	3	y[11]	sel_r	3.72
after global routing	3	y[13]	sel_r	3.56
after CTS	3	y[11]	sel_r	3.70
where the power goes:
group | switching (uW) | leakage [uW] | total (uW) | internal, uW
Combinational | 60.5 | 0.00153 | 128 | 67.8
Clock | 139 | 0.000148 | 398 | 258
Sequential | 22.6 | 0.000526 | 366 | 343
Total | 222 | 0.00220 | 892 | 669
Power is estimated from default activity; no workload was simulated.
